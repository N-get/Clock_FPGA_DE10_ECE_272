===== /design/flow/config.mk =====
export PLATFORM = sky130hd
export DESIGN_NAME = keyboard_decoder
export DESIGN_NICKNAME = keyboard_decoder
export VERILOG_FILES = /design/flow/design.v
export SDC_FILE = /design/flow/constraint.sdc
export NUM_CORES = 4
export LEC_CHECK = 1
export CORE_AREA = 10 10 70 70
export DIE_AREA = 0 0 80 80

===== /design/flow/constraint.sdc =====
current_design keyboard_decoder

set clk_period 3.5
set clk_io_pct 0.2

create_clock -name clk0 -period $clk_period

set non_clock_inputs [all_inputs -no_clocks]
set_input_delay [expr $clk_period * $clk_io_pct] -clock clk0 $non_clock_inputs
set_output_delay [expr $clk_period * $clk_io_pct] -clock clk0 [all_outputs]

===== /design/flow/design.v =====
module keyboard_decoder(input logic [9:0] clk,
						input logic wire1,
						output logic [9:0]num,
						output logic reset,
						output logic c,
						output logic a);
			assign num[0] = (wire1 == 1 && clk > 5 && clk < 15);
			assign num[1] = (wire1 == 1 && clk > 16 && clk < 25);
			assign num[2] = (wire1 == 1 && clk > 26 && clk < 35);
			assign num[3] = (wire1 == 1 && clk > 36 && clk < 45);
			assign num[4] = (wire1 == 1 && clk > 46 && clk < 55);
			assign num[5] = (wire1 == 1 && clk > 56 && clk < 65);
			assign num[6] = (wire1 == 1 && clk > 66 && clk < 75);
			assign num[7] = (wire1 == 1 && clk > 76 && clk < 85);
			assign num[8] = (wire1 == 1 && clk > 86 && clk < 95);
			assign num[9] = (wire1 == 1 && clk > 96 && clk < 105);		
			assign enter = (wire1 == 1 && clk > 106 && clk < 115); 
			assign c = (wire1 == 1 && clk > 116 && clk < 125); 
			assign a = (wire1 == 1 && clk > 126 && clk < 135);
			assign reset = (wire1 == 1 && clk >150 && clk < 200);
endmodule  

===== /design/flow/run.sh =====
#!/bin/bash
# OpenROAD 26Q1-2900-gdf79404cd8, Yosys 0.63+post, stock flow scripts
make -C /OpenROAD-flow-scripts/flow DESIGN_CONFIG=/design/flow/config.mk WORK_HOME=/design/flow/orfs finish

==> summary.txt <==
Register area - 0 sq um
Most common cell after layout, fill and taps aside - clkdlybuf4s50_1
Classification of the worst-slack hold path - in -> out
Worst setup path category - in -> out
Type of destination of the critical path - output port
Mean number of vias per cell - 4.446
Routed met2 length - 782 um
Worst setup margin - 0.1221 ns
Number of slew-limit violations in the final report - 0
Number of sequential cells in the layout - 0
Die outline area - 6400 sq um
Element type at the critical path start - primary input
Vias post-DR - 618
PnR Total Power - 0.05877 mW
Post-DR wirelength/cell - 12.50 um
Yosys warning tally - 1
Layout area overhead - 78.31%
Number of antenna violations at the first check in global routing - 0
Routability cong. - 0.9033
Via count of the first global-routing pass - 567
Pwr dens - 74.21 nW/um^2
Post-Syn Instances - 67
# DRC - 0
Commonest cells after routing, fill and taps aside - clkdlybuf4s50_1 (24), nor3_1 (9), buf_4 (9), nand2b_1 (4), nor2_1 (4)
Achievable Freq - 296.0 MHz
HPWL after DPL - 1417 um
Core footprint - 3416 sq um
Yosys synthesis chip area - 444.2 sq um
Global router's overall resource usage - 5.080%
WHS Path Cells - 3
Cells after DPL - 139
Buffers on Ports - 24
Max_cap viols - 0
Largest fanout on the critical path - 4
Met3 Wirelength - 129 um
Remaining global-route overflow - 0
Fill cell total of the finished layout - 393
Row count - 21
Final Hold Violating Endpoints - 0
Highest routed metal layer - met4
Crit path required time - 2.80 ns
Arr. time, crit path - 2.68 ns
Initial detailed-routing violation count - 21
Cell count in the Yosys report - 67
Fin Setup TNS - 0 ns
Count of instances resized after the clock tree is built - 0
Cell Area, Synth - 444.2 sq um
Register share after synthesis - 0%
Non-filler instance count after layout - 139
RSZ-0062 raised after global routing - no
Number of clock buffers in the layout - 0
Core utilization before placement - 13.00%
Syn Area/Cell - 6.629 sq um
Number of distinct standard cells referenced by the synthesized netlist - 35
Total routed wirelength - 1737 um
Worst-margin pin slew - 0.4045 ns
Final core utilization - 23.19%
Number of diodes added for antenna fixing - 0
Number of hold buffers added after CTS - 0
Post-CTS Setup Inserts - 0
Number of primary I/O pins - 24
Wire length on met1 - 809 um
VDD IR-drop max - 0.00003202 V
Setup WS pre-CTS - 0.08088 ns
Global-route wire length before repair - 2725 um
Pin count of the biggest net entering global routing - 12
Total iterations of the first detailed-routing run - 4
Post-route clock period utilization - 96.51%
Number of nets still failing antenna checks after routing - 0
Max transition margin - 72.75%
Finish-stage setup viols - 0
Outcome - completed
Die boundary height - 80 um
Reported leakage power - 0.2394 nW
Tool Warnings - 32
Horizontal die dimension - 80 um
Shortest period the worst path allows - 3.378 ns
Fraction of final layout cells with drive strength greater than 1 - 19.35%
-- power by group --
group,total (mW),internal [mW],switching [mW]
combinational,0.0588,0.0301,0.0286
clock,0,0,0
sequential,0,0,0
total,0.0588,0.0301,0.0286
-- metal layers --
layer / GRT usage, % / vias to the layer above
met3: 1.023 / 3
li1: - / 314
met2: 8.106 / 29
met5: 0 / -
met1: 7.251 / 272
met4: 0 / 0
-- cell usage after synthesis --
cell,count,area (sq um)
o2111a_1,1,11.26
o211ai_1,1,7.510
a31o_2,1,8.760
and3_2,1,7.510
o21ai_0,1,5.000
xnor2_1,1,8.760
nor4bb_1,1,10.01
or3b_1,1,8.760
nor2_1,4,15.01
nand3b_1,2,15.01
o31ai_1,1,7.510
or3_4,1,11.26
o22a_1,1,8.760
a211o_2,1,10.01
nor2b_1,2,12.51
o311ai_0,1,8.760
nor3_1,10,50.05
inv_1,1,3.750
a21oi_1,2,10.01
nand2b_1,4,25.02
nand2_1,3,11.26
nor4b_2,1,15.01
or3b_2,1,8.760
a31oi_1,2,12.51
clkbuf_2,1,5.000
nand3_1,2,10.01
xor2_1,2,17.52
or4b_1,2,20.02
and4b_1,1,10.01
clkbuf_1,2,7.510
or3_1,1,6.260
mux2i_1,2,20.02
buf_2,4,20.02
nand4_1,2,12.51
a211oi_1,3,22.52
-- critical path, stage by stage --
cell and delay (ns):
clkdlybuf4s50_1 0.47, or3b_1 0.42, or3_4 0.38, nor3_1 0.22
clkdlybuf4s50_1 0.50
-- final timing paths --
path                    from  endpoint  slack (ns)
worst max-delay path  clk[8]    num[1]        0.12
worst min-delay path  clk[3]    num[6]        2.42
-- logic make-up after synthesis --
family | count (synthesis) | share of synthesized area [%]
xor gates and xnor gates | 3 | 5.917
muxes | 2 | 4.507
and+or+nand+nor | 39 | 56.05
buffers and inverters | 8 | 8.168
AOI/OAI and AO/OA | 15 | 25.35
-- metrics by stage --
step                      hold slack, ns  instance area (sq um)
final                              2.425                  792.0
after global routing               2.507                  792.0
after CTS                          2.432                  777.0
after detailed placement           2.422                  777.0
after global placement             2.427                  777.0
after floorplan                    1.464                  444.2
-- area by class of cell --
| type | instances | area, sq um | share of cell area, % |
|---|---|---|---|
| multi-input cells | 59 | 422.9 | 53.40 |
| well taps | 46 | 57.56 | 7.267 |
| repair buffers | 33 | 307.8 | 38.86 |
| inverters | 1 | 3.754 | 0.4739 |
Power is estimated from default activity; no workload was simulated.
