`design/flow/config.mk`:
```
export PLATFORM = sky130hd
export DESIGN_NAME = add_minus
export DESIGN_NICKNAME = add_minus
export VERILOG_FILES = /design/flow/design.v
export SDC_FILE = /design/flow/constraint.sdc
export NUM_CORES = 4
export LEC_CHECK = 1
export CORE_AREA = 10 10 91 91
export DIE_AREA = 0 0 101 101
```
`design/flow/run.sh`:
```
#!/bin/bash
# OpenROAD 26Q1-2900-gdf79404cd8, Yosys 0.63+post, stock flow scripts
make -C /OpenROAD-flow-scripts/flow DESIGN_CONFIG=/design/flow/config.mk WORK_HOME=/design/flow/orfs finish
```
`design/flow/design.v`:
```
module add_minus(input logic [3:0]d_pad,
						input logic reset_one, reset_ten,
						output logic [7:0] ten,
						output logic [7:0] one);
			always_ff @(posedge d_pad[0], posedge reset_ten)
				if(reset_ten) ten<=0;
				else ten<= ten + 1;
			always_ff @(posedge d_pad[2], posedge reset_one)
				if(reset_one) one<=0;
				else one <= one + 1;
endmodule
```
`design/flow/constraint.sdc`:
```
current_design add_minus

set clk_period 1.6
set clk_io_pct 0.2

create_clock -name clk0 -period $clk_period [get_ports {d_pad}]

set non_clock_inputs [all_inputs -no_clocks]
set_input_delay [expr $clk_period * $clk_io_pct] -clock clk0 $non_clock_inputs
set_output_delay [expr $clk_period * $clk_io_pct] -clock clk0 [all_outputs]
```
==> flow_metrics.tcl <==
# implementation run metrics
set metrics [dict create \
    dr.pass1.iters 3 \
    postCtsHoldBufs 0 \
    portBuffers 18 \
    track_usage 0.02682 \
    layout_top_cell "clkdlybuf4s50_1" \
    p_per_area_nw_per_um2 843.0 \
    vdd_drop_max_v 0.0003366 \
    netlist_area_sq_um 630.6 \
    setup-tns-final_ns 0 \
    core_area_sq_um 6350 \
    ys_cells 48 \
    power_frac_clock 0.497 \
    skew_ns 0 \
    power_frac_comb 0.015 \
    areaGrowthSynthToFinish_pct 56.94 \
    ys_area_sq_um 630.6 \
    drtIter0Drc 6 \
    drive_gt1_frac 0.1111 \
    ys.warnings.count 1 \
    rows 29 \
    cts_tree "done" \
    antenna_found_initial 0 \
    pwr-share-seq 0.488 \
    post-dp-hpwl_mm 1.011 \
    p_sw_w 0.0001024 \
    crit_chain "clkdlybuf4s50_1" \
    top_cell_area_share 0.6349 \
    rsz0062_at_grt "no" \
    clock-sinks 16 \
    cp.required_ns 1.28 \
    grt_pass1_wl_mm 2.283 \
    crit_family "buffers and inverters" \
    p_int_w 0.0007320 \
    max_stage_delay_ns 0.52 \
    grt.overflow.total 0 \
    synth-seq-cells 16 \
    die-height_um 101 \
    ant_nets 0 \
    fp.dieW_um 101 \
    crit_path_top_delay_cell "clkdlybuf4s50_1" \
    cts_resized 0 \
    hold_viol_final 0 \
    start_kind "register" \
    fp.dieArea_sq_um 10200 \
    ys_seq_share 0.6349 \
    status "finished, final reports clean" \
    vias 428 \
    synth_cell_types 8 \
    synthCells 48 \
    logic_area_sq_um 215.2 \
    synth.avg_cell_area_sq_um 13.14 \
    maxSlewViolCount 0 \
    crit_buf_inv 1 \
    diodes 0 \
    slew_headroom 0.7914 \
    finalPower_w 0.0008343 \
    clkTransAtPathRegs_ns 0.03 \
    warning_count 65 \
    finalSetupViolations 0 \
    max_freq_ghz 0.6784 \
    yosys-top-cells-area "dfrtp_1 (63%), xnor2_1 (14%), nand3_1 (7.9%)" \
    worst_slew_pin_slew_ns 0.3126 \
    synth.largest_area_cell "dfrtp_1" \
    clkLatencyLatePin_ns 0.21 \
    gp_congestion 0.7426 \
    mostFrequentLayoutCells "clkdlybuf4s50_1 (18), dfrtp_1 (16), nand3_1 (10), xnor2_1 (10), clkbuf_8 (6)" \
    vias_per_cell 2.872 \
    sw_frac_of_total 0.1227 \
    drc 0 \
    drt-total-wl_mm 1.342 \
    wl_per_cell_um 9.007 \
    hold_class "in -> async" \
    endpoint_kind "output port" \
    initial_core_util 0.09931 \
    drv_cap 0 \
    register_area_sq_um 400.4 \
    grt_pass1_vias 491 \
    min_period_ns 1.474 \
    critPathMaxFanout 6 \
    fill_cells 692 \
    grt_max_degree 9 \
    post_cts_buffers 0 \
    p_leak_nw 0.4140 \
    crit_type "reg -> out" \
    ioPinCount 22 \
    cp.arrival_ns 1.15 \
    fin_crit_sh 0.9213 \
]
-- Yosys cell counts --
master	number
dfrtp_1	16
and3_4	2
inv_1	4
xnor2_1	10
nand3_1	10
ha_1	2
xor2_1	2
and3_1	2
-- power by group through the flow --
stage | logic, W | clock network, W | registers (W)
CTS | 0.0000133 | 0.000488 | 0.000407
finish | 0.0000126 | 0.000414 | 0.000407
global route | 0.0000144 | 0.000509 | 0.000406
-- worst paths after layout --
| path | cells past startpoint | startpoint | slack, ns | to |
|---|---|---|---|---|
| min reg2reg | 1 | ten[7] | 0.46 | ten[7] |
| min | 2 | reset_one | 0.36 | one[4] |
| max | 1 | ten[0] | 0.13 | ten[0] |
| min in group clk0 | 1 | ten[7] | 0.46 | ten[7] |
| max reg2reg | 3 | one[0] | 0.57 | one[4] |
| max in group asynchronous | 2 | reset_one | 1.00 | one[1] |
-- registers in the layout (all words and copies together), names as in the netlist --
signal,flops
one,8
ten,8
-- routing by layer --
metal  up-vias  GRT usage  wire length [um]
met1       199    0.03423               601
met5         -          0                 0
met2        16    0.03538               543
met4         0    0.01179                27
met3         2    0.01594               171
li1        211          -                 -
-- kinds of logic after synthesis --
family                   share of synthesized area
XOR/XNOR                                    0.1667
AND/OR/NAND/NOR                             0.1349
adder cells (fa/ha/maj)                    0.03968
flip-flops                                  0.6349
buffers and inverters                      0.02380
-- final cells by class --
cell class | count | share of cell area
Tap cell | 77 | 0.09735
Sequential cell | 16 | 0.4046
Inverter | 4 | 0.01517
Clock buffer | 6 | 0.08344
Multi-Input combinational cell | 28 | 0.2174
Timing Repair Buffer | 18 | 0.1820
-- through the flow --
stage	utilization	setup WS, ns	hold WS (ns)	instance area, sq um	cells
2_1_floorplan	-	0.6918	0.1357	630.6	48
3_3_place_gp	0.1429	0.3351	0.4627	907.1	143
3_5_place_dp	0.1429	0.3459	0.4624	907.1	143
4_1_cts	0.1559	0.1003	0.3488	989.7	149
5_1_grt	0.1559	0.05914	0.3628	989.7	149
6_report	0.1559	0.1259	0.3621	989.7	149
Power and IR drop assume default switching activity.
